[design/flow/run.sh]
#!/bin/bash
# OpenROAD 26Q1-2900-gdf79404cd8, Yosys 0.63+post, stock flow scripts
make -C /OpenROAD-flow-scripts/flow DESIGN_CONFIG=/design/flow/config.mk WORK_HOME=/design/flow/orfs finish
[design/flow/config.mk]
export PLATFORM = sky130hd
export DESIGN_NAME = multiply
export DESIGN_NICKNAME = multiply
export VERILOG_FILES = /design/flow/design.v
export SDC_FILE = /design/flow/constraint.sdc
export NUM_CORES = 4
export LEC_CHECK = 1
export CORE_AREA = 10 10 70 70
export DIE_AREA = 0 0 80 80
[design/flow/constraint.sdc]
current_design multiply

set clk_period 4.1
set clk_io_pct 0.2

create_clock -name clk0 -period $clk_period

set non_clock_inputs [all_inputs -no_clocks]
set_input_delay [expr $clk_period * $clk_io_pct] -clock clk0 $non_clock_inputs
set_output_delay [expr $clk_period * $clk_io_pct] -clock clk0 [all_outputs]
[design/flow/design.v]
module full_adder(x, y, cin, s, cout);
	input x,y,cin;
	output s,cout;
   assign s = (x^y) ^ cin;
   assign cout = (y&cin)| (x&y) | (x&cin);
endmodule  
module multiply #(parameter N=4) (A,B,P);
   input [N-1:0] A;
   input [N-1:0] B;
   output [N*2-1:0] P;  
   wire [3:0] 	Augend0;  
   wire [3:0] 	Addend0;  
   wire [3:0] 	Sum0;     
   wire 	Carry0;   
   wire [3:0] 	Addend1;  
   wire [3:0] 	Augend1;  
   wire [3:0] 	Sum1;     
   wire 	Carry1;   
   wire [3:0] 	Augend2;  
   wire [3:0] 	Addend2;  
   and(P[0], A[0], B[0]);         
   and(Augend0[0], A[1], B[0]);
   and(Augend0[1], A[2], B[0]);
   and(Augend0[2], A[3], B[0]);
   assign Augend0[3] = 0;
   and(Addend0[0], A[0], B[1]);
   and(Addend0[1], A[1], B[1]);
   and(Addend0[2], A[2], B[1]);
   and(Addend0[3], A[3], B[1]);
   ripple_carry_adder rc0(Sum0, Carry0, Augend0, Addend0);  
   assign P[1] = Sum0[0];
   assign Augend1[0] = Sum0[1];
   assign Augend1[1] = Sum0[2];
   assign Augend1[2] = Sum0[3];
   assign Augend1[3] = Carry0;
   and(Addend1[0], A[0], B[2]);
   and(Addend1[1], A[1], B[2]);
   and(Addend1[2], A[2], B[2]);
   and(Addend1[3], A[3], B[2]);
   ripple_carry_adder rc1(Sum1, Carry1, Augend1, Addend1);  
   assign P[2] = Sum1[0];
   assign Augend2[0] = Sum1[1];
   assign Augend2[1] = Sum1[2];
   assign Augend2[2] = Sum1[3];
   assign Augend2[3] = Carry1;
   and(Addend2[0], A[0], B[3]);
   and(Addend2[1], A[1], B[3]);
   and(Addend2[2], A[2], B[3]);
   and(Addend2[3], A[3], B[3]);
   ripple_carry_adder rc2(P[6:3], P[7], Augend2, Addend2);  
endmodule  
module ripple_carry_adder(S, C, A, B);
   output [3:0] S;   
   output 	C;   
   input [3:0] 	A;   
   input [3:0] 	B;   
   wire 	C0;  
   wire 	C1;  
   wire 	C2;  
   full_adder fa0(A[0], B[0], 1'b0, S[0], C0);  
   full_adder fa1(A[1], B[1], C0, S[1], C1);  
   full_adder fa2(A[2], B[2], C1, S[2], C2);
   full_adder fa3(A[3], B[3], C2, S[3], C);  
endmodule  
==> flow_summary.html <==
<!-- implementation run metrics -->
<table>
<tr><th>Metric</th><th>Value</th></tr>
<tr><th colspan="2">Outcome</th></tr>
<tr><td>Result of the run</td><td>complete, but fails checks</td></tr>
<tr><td>Violated checks</td><td>negative setup slack</td></tr>
<tr><th colspan="2">STA</th></tr>
<tr><td>Pins Over Slew Limit</td><td>0</td></tr>
<tr><td>Final WS setup</td><td>-945 ps</td></tr>
<tr><td>Time the worst path needs with I/O delays and setup</td><td>slightly above 5000 ps</td></tr>
<tr><td>Max_slew headroom</td><td>roughly 90%</td></tr>
<tr><td>Number of failing hold endpoints at the final stage</td><td>0</td></tr>
<tr><td>Fmax</td><td>just under 200 MHz</td></tr>
<tr><td>Unrepaired setup endpoints after global routing</td><td>true</td></tr>
<tr><td>Setup violation total in the final timing report</td><td>4</td></tr>
<tr><td>Post-route fraction of the period consumed by the critical path</td><td>123%</td></tr>
<tr><td>Slew at the pin with the worst max-slew slack</td><td>~120 ps</td></tr>
<tr><th colspan="2">Floorplanning</th></tr>
<tr><td>Die height</td><td>around 80 um</td></tr>
<tr><td>Ports</td><td>16</td></tr>
<tr><td>Number of placement rows</td><td>21</td></tr>
<tr><td>Core Box Area</td><td>3420 um^2</td></tr>
<tr><td>X dimension of the die</td><td>approximately 80 um</td></tr>
<tr><td>Full die area</td><td>6400 um^2</td></tr>
<tr><td>Floorplan utilization</td><td>about 11%</td></tr>
<tr><th colspan="2">Route</th></tr>
<tr><td>Met2 layer wire length in the routed design</td><td>477 um</td></tr>
<tr><td>Residual DRC</td><td>0</td></tr>
<tr><td>Detail-routed via count per cell</td><td>between 2 and 3</td></tr>
<tr><td>Wire per inst</td><td>between 7 and 8 um</td></tr>
<tr><td>Highest metal layer with signal wires</td><td>met3</td></tr>
<tr><td>Sum of met3 wire segment lengths after detailed routing</td><td>between 50 and 60 um</td></tr>
<tr><td>Antenna viol nets, final</td><td>0</td></tr>
<tr><td>Antenna fix cells</td><td>0</td></tr>
<tr><td>Pre-antenna DRT Iters</td><td>2</td></tr>
<tr><td>Post-Route M1 WL</td><td>298 um</td></tr>
<tr><td>Detailed Route WL</td><td>around 830 um</td></tr>
<tr><td>Violation count after the first detailed-routing iteration</td><td>2</td></tr>
<tr><td>Routed via count</td><td>between 200 and 300</td></tr>
<tr><th colspan="2">Global routing</th></tr>
<tr><td>Global-route wire length before repair</td><td>roughly 1500 um</td></tr>
<tr><td>Largest net degree at the start of global routing</td><td>5</td></tr>
<tr><td>Gr ovfl total</td><td>0</td></tr>
<tr><td>Vias in the first global route</td><td>approximately 360</td></tr>
<tr><td>Overall fraction of global-route tracks in use</td><td>2.84%</td></tr>
<tr><td>Antenna violations before repair</td><td>0</td></tr>
<tr><th colspan="2">Finish</th></tr>
<tr><td>Post-Route Utilization</td><td>a little under a fifth</td></tr>
<tr><td>Area used by sequential logic in the layout</td><td>0 um^2</td></tr>
<tr><td>Commonest cells after routing, fill and taps aside</td><td>9 x sky130_fd_sc_hd__and2_1, 7 x sky130_fd_sc_hd__buf_4, 6 x sky130_fd_sc_hd__inv_1, 6 x sky130_fd_sc_hd__clkdlybuf4s50_1</td></tr>
<tr><td>P&amp;R area growth vs syn</td><td>59.5%</td></tr>
<tr><td>Top logic cell by instance count in the layout</td><td>sky130_fd_sc_hd__and2_1</td></tr>
<tr><td>Area taken by multi-input logic gates</td><td>333 um^2</td></tr>
<tr><td>Final-layout clock buffer total</td><td>0</td></tr>
<tr><td>FF+latch count</td><td>0</td></tr>
<tr><td>Fraction of layout instances using a drive strength above 1</td><td>~45%</td></tr>
<tr><td>Non-Filler Instances</td><td>106</td></tr>
<tr><td>Fill cells</td><td>about 390</td></tr>
<tr><th colspan="2">Run</th></tr>
<tr><td>Tool Warnings</td><td>35</td></tr>
<tr><td>Max-capacitance violation count</td><td>0</td></tr>
<tr><th colspan="2">Power and ir drop</th></tr>
<tr><td>Combinational group share of total power</td><td>100.0%</td></tr>
<tr><td>Reg power frac</td><td>0%</td></tr>
<tr><td>Switching power of the nets</td><td>around 0.025 mW</td></tr>
<tr><td>Net switching fraction of the power</td><td>a little under two fifths</td></tr>
<tr><td>Power Dens Cells</td><td>between 100 and 150 nW/um^2</td></tr>
<tr><td>Overall power of the completed layout</td><td>between 0.06 and 0.07 mW</td></tr>
<tr><td>Relative contribution of the clock network to total power</td><td>0%</td></tr>
<tr><td>Peak ir drop on the vdd network</td><td>0.0000191 V</td></tr>
<tr><td>Pint</td><td>0.0422 mW</td></tr>
<tr><td>Pleak</td><td>0.288 nW</td></tr>
<tr><th colspan="2">Setup path</th></tr>
<tr><td>CP Capture Type</td><td>output port</td></tr>
<tr><td>Max FO, Critical Path</td><td>2</td></tr>
<tr><td>CP arrival</td><td>4230 ps</td></tr>
<tr><td>Required arrival time at the worst endpoint</td><td>around 3300 ps</td></tr>
<tr><td>Crit path launch type</td><td>input port</td></tr>
<tr><td>Critical path class</td><td>in2out</td></tr>
<tr><th colspan="2">Synthesis</th></tr>
<tr><td>Syn Inst Count</td><td>roughly 44</td></tr>
<tr><td>Cell count listed in synth_stat.txt</td><td>about 44</td></tr>
<tr><td>Synth Seq Share</td><td>0%</td></tr>
<tr><td>Distinct cells, synth</td><td>6</td></tr>
<tr><td>Cell area after technology mapping</td><td>just under 400 um^2</td></tr>
<tr><td>Syn_area_per_cell</td><td>between 8 and 9 um^2</td></tr>
<tr><td>Chip Area, Yosys</td><td>387 um^2</td></tr>
<tr><td>Number of warnings printed during yosys synthesis</td><td>0</td></tr>
<tr><th colspan="2">Placed design</th></tr>
<tr><td>Count of port buffers added during placement</td><td>16</td></tr>
<tr><td>Detailed Place HPWL</td><td>between 800 and 900 um</td></tr>
<tr><td>GP Congestion</td><td>approximately 0.71</td></tr>
<tr><td>DP Cell Count</td><td>106</td></tr>
<tr><th colspan="2">Hold path</th></tr>
<tr><td>Class of the tightest hold or removal check</td><td>in2out</td></tr>
<tr><th colspan="2">Clocking</th></tr>
<tr><td>Post-CTS Hold Fix Bufs</td><td>0</td></tr>
<tr><td>Post-CTS setup repair buffer count</td><td>0</td></tr>
</table>
logic make-up (layout without fill, tap and decap cells):
| group | Yosys count | count (layout) | synth area share (%) |
|---|---|---|---|
| buffers and inverters | 16 | 32 | 22.3 |
| adders and majority gates | 12 | 12 | 54.4 |
| and+or+nand+nor | 16 | 16 | 23.3 |
through the flow:
step           cell area [um^2]  TNS, ps  setup slack (ps)  hold WS, ps
6_report                    617    -2560              -945         2230
5_1_grt                     617    -3040             -1080         2280
3_3_place_gp                632    -5920             -1660         2800
3_5_place_dp                632    -5970             -1680         2790
4_1_cts                     613    -2870             -1030         2230
2_1_floorplan               414    -1950              -754         1710
cell type report:
class	count	share of cell area, %
timing repair buffer	23	31.2
multi-input combinational	28	54.0
inverter	9	5.48
tap	46	9.33
power groups by stage:
stage | clock (mW) | combinational, mW | sequential (mW)
CTS | 0 | 0.0707 | 0
global route | 0 | 0.0810 | 0
finish | 0 | 0.0668 | 0
Yosys cell counts:
| library cell | count | area, um^2 |
|---|---|---|
| sky130_fd_sc_hd__inv_1 | 9 | 33.8 |
| sky130_fd_sc_hd__buf_4 | 7 | 52.6 |
| sky130_fd_sc_hd__nand2_1 | 4 | 15.0 |
| sky130_fd_sc_hd__ha_1 | 4 | 50.1 |
| sky130_fd_sc_hd__fa_1 | 8 | 160 |
| sky130_fd_sc_hd__and2_1 | 12 | 75.1 |
layer usage:
| layer | vias up | GRT usage [%] |
|---|---|---|
| li1 | 152 | - |
| met1 | 141 | 3.10 |
| met2 | 6 | 5.78 |
| met3 | 0 | 0.455 |
| met4 | 0 | 0 |
| met5 | - | 0 |
repair_timing:
action / 4_1_cts / 5_1_grt
setup endpoints to repair: 5 / 4
cloned: 0 / 0
pin swaps: 10 / 3
gates resized: 35 / 2
critical path, stage by stage:
cell and delay (ps):
sky130_fd_sc_hd__buf_8 100, sky130_fd_sc_hd__and2_4 150, sky130_fd_sc_hd__ha_4 150, sky130_fd_sc_hd__fa_2 380, sky130_fd_sc_hd__inv_2 60, sky130_fd_sc_hd__fa_1 420
sky130_fd_sc_hd__fa_2 350, sky130_fd_sc_hd__inv_2 60, sky130_fd_sc_hd__fa_1 420, sky130_fd_sc_hd__fa_2 360, sky130_fd_sc_hd__fa_2 350, sky130_fd_sc_hd__fa_2 530
sky130_fd_sc_hd__buf_2 90
final timing paths:
kind	slack, ps	startpoint	cells past startpoint	end
setup / recovery	-950	A[1]	13	P[6]
hold / removal	2230	A[0]	5	P[3]
No activity file was given, so power comes from the tool's default toggle rates.
