==> flow/design.v <==
module add_sub #(parameter N=32) (opA, opB, cin, sum, cout, ovfl);
	input [N-1:0] opA, opB;
	input cin;
	output [N-1:0] sum;
	output cout, ovfl;
	wire [N-1:0] carry;
	wire overflow;
	genvar i;
	generate
	    for(i=0;i<N;i=i+1)
	    begin : loop_adder
		    if(i==0) begin
			    full_adder f(opA[i], opB[i], cin, sum[i], carry[i]);
		    end
		    else begin
			    full_adder f(opA[i], opB[i], carry[i-1], sum[i], carry[i]);
		    end
		    assign ovfl = carry[30] ^ carry[31];
		    assign cout = carry[31];
	    end
	endgenerate
endmodule
module full_adder(x, y, cin, s, cout);
	input x,y,cin;
	output s,cout;
   assign s = (x^y) ^ cin;
   assign cout = (y&cin)| (x&y) | (x&cin);
endmodule  
module learnverilog #(parameter N=32) (opA, opB, add_sub, sum, cout, ovfl, zero, altb, altbu);
	input [N-1:0] opA, opB;
	input add_sub;
	output [N-1:0] sum;
	output cout, ovfl, zero, altb, altbu;
	wire [N-1:0] opBin;
	wire [N-1:0] add_sub_out;
	wire overflow, carry_out;
	add_sub myadd_sub(opA, opBin, add_sub, add_sub_out, carry_out, overflow);
	assign opBin=(add_sub)?~opB:opB;
	assign ovfl = overflow;
	assign cout = carry_out;
	assign zero = ~add_sub_out;  
	assign altbu = !carry_out;  
	assign altb = overflow ^ add_sub_out[N-1];  
	assign sum = add_sub_out;
endmodule
==> flow/run.sh <==
#!/bin/bash
# OpenROAD 26Q1-2900-gdf79404cd8, Yosys 0.63+post, stock flow scripts
make -C /OpenROAD-flow-scripts/flow DESIGN_CONFIG=/design/flow/config.mk WORK_HOME=/design/flow/orfs finish
==> flow/config.mk <==
export PLATFORM = sky130hd
export DESIGN_NAME = learnverilog
export DESIGN_NICKNAME = learnverilog
export VERILOG_FILES = /design/flow/design.v
export SDC_FILE = /design/flow/constraint.sdc
export NUM_CORES = 4
export LEC_CHECK = 1
export CORE_UTILIZATION = 30
==> flow/constraint.sdc <==
current_design learnverilog

set clk_period 12.9
set clk_io_pct 0.2

create_clock -name clk0 -period $clk_period

set non_clock_inputs [all_inputs -no_clocks]
set_input_delay [expr $clk_period * $clk_io_pct] -clock clk0 $non_clock_inputs
set_output_delay [expr $clk_period * $clk_io_pct] -clock clk0 [all_outputs]
==> Slide: Implementation Results <==
Flow Results at a Glance

Global routing
  • Maximum number of pins on one net before global-route repair: 19
  • Number of global-route vias before repair: 1091
  • Global route overflow: 0
  • First-pass GRT wire length: around 4.6 mm
  • Initial antenna violation count: 0
  • Global routing usage summed across all routing layers: 0.114

Finish
  • Number of standard cells in the final layout excluding fillers: 307
  • Final design area excluding fillers: 2400 um^2
  • Multi-input logic area: about 1100 um^2
  • Final-layout fill cell count: 486
  • Seq_cells: 0
  • Top cells excl fill/tap: clkdlybuf4s50_1, inv_1, fa_2
  • Area taken by flip-flops and latches: 0 um^2
  • Clock buf count: 0
  • Layout cells sized above 1: 0.292
  • Most numerous logic cell after layout: clkdlybuf4s50_1
  • Area growth from synthesis to final layout: 59.3%
  • Final core utilization: 0.502

Pwr
  • Total power: approximately 0.13 mW
  • Reg power frac: 0
  • Pwr Density: 55.6 nW/um^2
  • Share of power burned in combinational logic: 1.000
  • Net Switching: ~0.043 mW
  • IR drop worst, VDD: about 0.000024 V
  • Sw Share: 0.322
  • Clock network fraction of total power: 0
  • Static power due to leakage: roughly 1.1 nW
  • Int Pwr: approximately 0.09 mW

Placed design
  • Dpl ws: -4430 ps
  • Routability-driven placement congestion ratio: 0.722
  • Detailed placement HPWL: around 2.5 mm
  • Total placed cells including tap cells: ~300
  • Number of buffers added on ports: 102
  • Placed instance area: about 2400 um^2

Detailed routing
  • Via count of the routed design: ~1100
  • Detailed-route wire length per cell: about 8.6 um
  • Inserted Diodes: 0
  • Length of the first detailed-routing pass in iterations: 2
  • Average vias per placed instance: 3.55
  • Violation count after the first detailed-routing iteration: 6
  • Remaining antenna violation count after routing: 0
  • Number of design rule violations left after detail routing: 0
  • Wire length reported by the detailed router: between 2 and 3 mm

Final timing
  • Final period demand of the worst path: between 15000 and 20000 ps
  • Period utilisation layout: 1.29
  • Slew HR: 0.797
  • Slew @ Worst Pin: roughly 300 ps
  • Worst Hold Slack: just under 6000 ps
  • Final worst slack: -3760 ps
  • Setup repair after global routing missed its margin: yes
  • Final-report hold violation count: 0
  • Peak clock frequency supported by timing: roughly 0.060 GHz
  • Summed negative setup slack over all endpoints: -34770 ps
  • Number of max-slew violations in the final report: 0
  • Final number of setup-violating endpoints: 15

Setup path
  • Largest delay contributor family on the critical path: adder cells
  • Maximum cell stage delay along the critical path: 400 ps
  • Maximum fanout along the worst path: 3
  • CP startpoint kind: primary input
  • Data arrival, critical path: roughly 14000 ps
  • Dominant cell type by count on the critical path: fa_2
  • Slowest cell on the critical path: clkdlybuf4s50_1
  • Setup crit end kind: output port
  • Data required time of the worst path: 10320 ps
  • Critical path class: in -> out
  • Buffers & Inverters on Critical Path: 4

Synthesis
  • Instance tally after logic synthesis: between 150 and 200
  • Yosys synthesis chip area: 1510 um^2
  • Cell area after synthesis: 1510 um^2
  • Count of synthesis-stage warnings from yosys: 1
  • Syn avg cell area: between 9 and 10 um^2
  • Part of the Yosys area used for sequential elements: 0
  • Cell variety after synth: 10
  • Number of cells in Yosys stat: approximately 170

Outcome
  • Outcome: complete, but fails checks
  • Failing checks: negative setup slack

Floorplanning
  • Die extent in x: about 73 um
  • Number of placement rows: 25
  • Core outline area: between 4000 and 5000 um^2
  • Chip Area: ~5300 um^2
  • Die Span Y: between 70 and 80 um
  • Number of ports placed on the die boundary: between 100 and 150
  • Fp_density: 0.315

Min path
  • Worst hold stages: 4
  • Hold worst-path end: sum[0]
  • Hold path start: opB[0]
  • Classification of the worst-slack hold path: in -> out

Job
  • Tool warning count: 36
  • Max-Cap Viols: 0

Clocking
  • Hold buffers post-CTS: 0
-- cells by family after synthesis --
logic type,share of synthesized area
buf+inv,0.354
mux,0.00747
xor+xnor,0.213
fa+ha+maj,0.425
-- power groups by stage --
stage | combinational (mW) | sequential (mW) | clock (mW)
CTS | 0.136 | 0 | 0
finish | 0.134 | 0 | 0
global route | 0.153 | 0 | 0
-- how the worst max path moves through the flow --
stage | startpoint | endpoint | slack, ps | cells after the start
4_1_cts | opB[1] | altb | -3850 | 36
5_1_grt | add_sub | altb | -4040 | 36
6_report | add_sub | altb | -3760 | 36
-- layout make-up --
class	instances	share of cell area
Inverter	62	0.0969
Tap cell	67	0.0349
Timing Repair Buffer	110	0.422
Multi-Input combinational cell	68	0.446
-- per-layer routing --
metal	vias up	wire, um	track usage
met5	-	0	0
met2	59	1280	0.195
met1	482	1060	0.159
met3	0	313	0.0308
li1	548	-	-
met4	0	0	0
-- cells in the mapped netlist --
master	instances	area, um^2
fa_1	32	641
buf_4	32	240
buf_12	1	20.0
xnor2_1	29	254
xnor2_2	2	32.5
buf_8	2	30.0
inv_1	62	233
mux2_2	1	11.3
buf_6	1	11.3
xor2_1	4	35.0
-- timing repair --
| action | in CTS | in global routing |
|---|---|---|
| resized | 69 | 6 |
| buffers inserted | 1 | 1 |
| cloned | 0 | 0 |
| pin swaps | 3 | 1 |
| endpoints found under the setup margin | 17 | 16 |
No activity file was given, so power comes from the tool's default toggle rates.
