**run.sh**
```bash
#!/bin/bash
# OpenROAD 26Q1-2900-gdf79404cd8, Yosys 0.63+post, stock flow scripts
make -C /OpenROAD-flow-scripts/flow DESIGN_CONFIG=/design/flow/config.mk WORK_HOME=/design/flow/orfs finish
```
**config.mk**
```make
export PLATFORM = sky130hd
export DESIGN_NAME = multiply_32
export DESIGN_NICKNAME = multiply_32
export VERILOG_FILES = /design/flow/design.v
export SDC_FILE = /design/flow/constraint.sdc
export NUM_CORES = 4
export LEC_CHECK = 1
export CORE_UTILIZATION = 50
```
**constraint.sdc**
```tcl
current_design multiply_32

set clk_period 8.8
set clk_io_pct 0.2

create_clock -name clk0 -period $clk_period [get_ports {clk}]

set non_clock_inputs [all_inputs -no_clocks]
set_input_delay [expr $clk_period * $clk_io_pct] -clock clk0 $non_clock_inputs
set_output_delay [expr $clk_period * $clk_io_pct] -clock clk0 [all_outputs]
```
**design.v**
```verilog
module add_sub #(parameter N=32) (opA, opB, cin, sum, cout, ovfl);
	input [N-1:0] opA, opB;
	input cin;
	output [N-1:0] sum;
	output cout, ovfl;
	wire [N-1:0] carry;
	wire overflow;
	genvar i;
	generate
	    for(i=0;i<N;i=i+1)
	    begin : loop_adder
		    if(i==0) begin
			    full_adder f(opA[i], opB[i], cin, sum[i], carry[i]);
		    end
		    else begin
			    full_adder f(opA[i], opB[i], carry[i-1], sum[i], carry[i]);
		    end
		    assign ovfl = carry[30] ^ carry[31];
		    assign cout = carry[31];
	    end
	endgenerate
endmodule
module full_adder(x, y, cin, s, cout);
	input x,y,cin;
	output s,cout;
   assign s = (x^y) ^ cin;
   assign cout = (y&cin)| (x&y) | (x&cin);
endmodule  
module multiply_32 #(parameter N=32) (clk, reset, enable, multiplier, multiplicand, ready, product_upper, product_lower); 
   input clk;
   input reset;  
   input enable;
   input [N-1:0] multiplier;  
   input [N-1:0] multiplicand;  
   output reg [N-1:0] product_upper;  
   output reg [N-1:0] product_lower;  
   output reg ready;  
   integer cycle_counter;
   reg [N-1:0] multiplicand_reg;
   reg [N*2:0] product_reg;  
   wire [N-1:0] adder_out;  
   wire adder_cout;  
   wire ovfl;
   add_sub add_sub0(product_reg[63:32], multiplicand_reg, 1'b0, adder_out, adder_cout, ovfl);
   always @(posedge clk)
   begin
      if(reset)  
      begin
         cycle_counter <= 0;
         multiplicand_reg <= {N{1'b0}};
         product_reg <= {65{1'b0}};  
         ready <= 0;
         product_upper <= {N{1'b0}};
         product_lower <= {N{1'b0}};
      end
      else if (enable)  
      begin
          if (cycle_counter == 0) begin
              ready <= 0;
              product_reg[N-1:0] <= multiplier;  
              multiplicand_reg <= multiplicand;
              cycle_counter <= cycle_counter + 1;
          end
          else
          begin
             if (product_reg[0] == 1)
             begin
                 product_reg <= {adder_cout, adder_out, product_reg[N-1:1]};
             end
             else
             begin
                 product_reg <= product_reg >> 1;
             end
             if (cycle_counter == 1) begin
                multiplicand_reg <= multiplicand_reg;
             end
             else begin
                multiplicand_reg <= multiplicand_reg << 1;
             end
             cycle_counter <= cycle_counter + 1;
             if (cycle_counter == 34)  
             begin
                 product_upper <= product_reg[63:N];
                 product_lower <= product_reg[N-1:0];
                 ready <= 1;
                 cycle_counter <= 0;
             end
          end
      end
   end
endmodule  
```
==> impl_metrics.yaml <==
# implementation run metrics
yosys:
  common_cells: "193 x dfxtp_1, 191 x nor2_1, 158 x mux2i_1, 83 x a211oi_1, 39 x clkbuf_1"
  syn_avg_cell_area_um2: 10.3
  edf_count: 0
  ys_chip_area_um2: 8950
  ys_seq_elements: 193
  ys_cells: 871
  top_cell: "dfxtp_1"
  netlist_instances: 871
  ys_types: 43
  async_reset_ff_share_pct: 0
  yosys_warnings: 1
  synth_top_cell_by_area: "dfxtp_1"
  synth_seq_share_pct: 43.2
  area_leaders: "dfxtp_1 43%, mux2i_1 18%, nor2_1 8.0%"
  syn_area_um2: 8950
  yosysTopAreaCellShare_pct: 43.2
  synthFlopType: "dfxtp_1"
route:
  drc_errors: 0
  dr.pass1.iters: 4
  vias_per_cell: 5.27
  routed_wirelength_um: 18500
  drtIter0Drc: 319
  antenna_cells: 0
  ant_nets: 0
  wire_per_inst_um: 15.1
  vias: 6435
place:
  io_buffers: 131
  gp_congestion: 0.795
  hpwlAfterDp_um: 12000
  placed_cells: 1190
global_routing:
  gr-total-overflow: 0
  grt.total_usage_pct: 21.9
  grt_max_degree: 75
  antenna_found_initial: 0
  grt_pass1_vias: 6302
  grt_pass1_wl_um: 30900
sta:
  min_period_ns: 11.74
  holdWs_ns: 0.474
  max_freq_ghz: 0.0852
  max_slew_margin_pct: 50.6
  slew_violations: 0
  setup_ws_ns: -2.94
  clock_skew_ns: 0.00813
  setup_viol: 10
  fin_tns_setup_ns: -17.26
  finalHoldViolations: 0
  post-route-period-util_pct: 133
  tightestPinTransition_ns: 0.742
  rsz0062_at_grt: "yes"
flow_run:
  openroad.warnings: 32
  cap_violations: 0
hold_path:
  hold_path.startpoint: "ready"
  whs_path_depth: 2
  min_to: "ready"
  hold_class: "register to register"
die:
  fp_util_pct: 51.4
  core_area_um2: 17400
  num_rows: 48
  dieArea_um2: 18400
  fp.dieW_um: 136
  die_y_um: 136
  ios: 132
worst_setup_path:
  path_max_fanout: 2
  criticalPathCategory: "register to register"
  cpMostUsedCell: "fa_2"
  start_kind: "register"
  reg2reg_to: "product_reg[62]"
  rrSetupSlack_ns: -2.94
  end_kind: "register"
  ff2ff_path_depth: 34
  cp.arrival_ns: 12.07
  timing.rr.start: "multiplicand_reg[0]"
  crit_slowest_cell: "fa_1"
  slowest_delay_ns: 0.48
  cp_data_required_time_ns: 9.13
cts:
  clockBufferDepth: 2
  htreeDepth: 4
  root_buffer: "clkbuf_16"
  cts_num_sinks: 193
  cts_made_buffers: 17
  cts_tree: "done"
  hold_buffers: 0
  insertion_delay_ns: 0.42
  clk_pin_slew_ns: 0.06
finish:
  stdcell_count: 1222
  drive_gt1_share_pct: 12.2
  final_util_pct: 63.2
  area_delta_synth_final_pct: 23.0
  largest_reg_flops: 64
outcome:
  status: "finished, violations left"
  violations: "setup timing"
pwr:
  p_leak_nw: 4.08
  ir_drop_mv: 0.217
  p_per_area_nw_per_um2: 181
-- area by class of cell --
class / instances / area (um^2)
flip-flops and latches: 193 / 3870
multi-input cells: 600 / 4720
clock buffers: 21 / 470
repair buffers: 162 / 1540
fillers: 1366 / 6400
clock inverters: 11 / 103
well taps: 225 / 282
inverters: 10 / 37.5
-- where the power goes --
part	internal (mW)	switching, mW	leakage, nW
clock	0.415	0.334	0.276
sequential	0.917	0.0463	1.58
combinational	0.139	0.137	2.22
total	1.47	0.518	4.08
-- cells in the final DEF (no fill, tap or decap), types with 2 or more instances in the layout --
master / synthesis / routed
nor2_1: 191 / 191
clkinv_2: 0 / 3
or4_1: 2 / 2
a21oi_1: 6 / 6
nand4_1: 8 / 8
nand2_1: 13 / 13
inv_1: 10 / 10
nor4_4: 3 / 4
dfxtp_2: 0 / 3
and4_1: 4 / 4
ha_1: 5 / 4
mux2i_1: 158 / 158
clkbuf_8: 0 / 3
nand3_1: 13 / 13
nor4_1: 11 / 11
a211oi_2: 10 / 10
and2_1: 2 / 2
o21ai_0: 2 / 2
buf_4: 1 / 32
and3_1: 3 / 3
a211oi_1: 83 / 83
clkinvlp_4: 0 / 3
xnor2_1: 21 / 21
clkdlybuf4s50_1: 0 / 129
nor4_2: 3 / 2
clkinv_4: 0 / 2
dfxtp_1: 193 / 190
clkbuf_16: 0 / 17
fa_2: 0 / 30
xor2_1: 8 / 8
nor3_1: 9 / 9
inv_6: 0 / 2
-- metal layers --
| layer | GRT usage (%) | vias to the layer above | routed length (um) |
|---|---|---|---|
| met4 | 1.62 | 0 | 107 |
| li1 | - | 3284 | - |
| met2 | 31.6 | 117 | 8090 |
| met3 | 6.08 | 5 | 1110 |
| met1 | 35.5 | 3029 | 9190 |
| met5 | 0 | - | 0 |
-- kinds of logic after synthesis --
kind of cell	share of synthesized area (%)
xor gates and xnor gates	2.84
DFF	43.2
AOI/OAI and AO/OA	9.29
adders and majority gates	7.63
buffers and inverters	5.26
muxes	17.8
and+or+nand+nor	14.0
-- per-stage QoR --
step           setup slack [ns]  cell area (um^2)  power (mW)
3_3_place_gp              -2.92             10400        1.25
3_5_place_dp              -2.91             10400        1.26
6_report                  -2.94             11000        1.99
4_1_cts                   -2.95             11000        2.01
5_1_grt                   -3.24             11000        2.08
2_1_floorplan             -2.66              9030        1.19
-- worst max-delay path by stage --
stage              startpoint              end  cells after the start
4_1_cts       product_reg[32]  product_reg[62]                     34
5_1_grt   multiplicand_reg[0]  product_reg[62]                     34
6_report  multiplicand_reg[0]  product_reg[62]                     34
-- critical path: cells and delay by family, from the launching register on --
kind / cells / cell delay [ns]
AND-OR/OR-AND: 1 / 0.19
adder cells (fa/ha/maj): 32 / 11.06
flip-flops: 1 / 0.34
multiplexers: 1 / 0.07
-- timing repair --
item / in CTS / in global routing
setup endpoints to repair: 10 / 11
buffers inserted: 0 / 0
resized: 2 / 0
pin swaps: 1 / 2
No activity file was given, so power comes from the tool's default toggle rates.
